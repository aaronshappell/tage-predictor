==> ./design.v <==
module bht
    (
        input logic clk_i,
        input logic br_result_i, update_en_i,
        input logic [11-1:0] idx_i,
        output logic prediction_o
    );
    logic [11-1:0] prev_idx;
    logic [1:0] bht_data [2**11-1:0];
    initial begin
        for (int i = 0; i < 2**11; i++)
            bht_data[i] = 2'b0;
    end
    always_ff @(posedge clk_i) begin
        if (prev_idx != idx_i && update_en_i) begin
            if(br_result_i && (bht_data[prev_idx] != 2'b11))
                bht_data[prev_idx] <= bht_data[prev_idx] + 1;
            else if(~br_result_i && (bht_data[prev_idx] != 2'b0))
                bht_data[prev_idx] <= bht_data[prev_idx] - 1;
        end
        prediction_o <= bht_data[idx_i][1];
        prev_idx <= idx_i;
    end
endmodule
==> ./run.sh <==
#!/bin/bash
# OpenROAD 26Q1-2900-gdf79404cd8, Yosys 0.63+post, stock flow scripts
make -C /OpenROAD-flow-scripts/flow DESIGN_CONFIG=/design/flow/config.mk WORK_HOME=/design/flow/orfs finish
==> ./config.mk <==
export PLATFORM = sky130hd
export DESIGN_NAME = bht
export DESIGN_NICKNAME = bht
export VERILOG_FILES = /design/flow/design.v
export SDC_FILE = /design/flow/constraint.sdc
export NUM_CORES = 4
export LEC_CHECK = 1
export CORE_UTILIZATION = 40
==> ./constraint.sdc <==
current_design bht

set clk_period 1127.0
set clk_io_pct 0.2

create_clock -name clk0 -period $clk_period [get_ports {clk_i}]

set non_clock_inputs [all_inputs -no_clocks]
set_input_delay [expr $clk_period * $clk_io_pct] -clock clk0 $non_clock_inputs
set_output_delay [expr $clk_period * $clk_io_pct] -clock clk0 [all_outputs]
==> GITHUB_STEP_SUMMARY <==
## Implementation flow summary

| Metric | Value |
|---|---|
| Flops out of synthesis | `4107` |
| Minimum clock period | `233.87 ns` |
| 1st-pass router iterations | `8` |
| Number of vias in the routed layout | `118432` |
| Max-cap viol count | `0` |
| Die W | `680 um` |
| Core Util, Final | `0.442` |
| GRT overflow | `0` |
| Max-slew violations | `0` |
| Setup WS post-layout | `893.13 ns` |
| OpenROAD warnings | `56` |
| Synth Cell Area | `184000 sq um` |
| DRC errors left | `0` |
| Worst path slowest cell | `dfxtp_4` |
| Synth-to-Final Area Change | `9.80%` |
| CP arrival | `8.47 ns` |
| Main flop type | `edfxtp_1` |
| FF-to-FF setup slack | `1114.93 ns` |
| Unrepaired setup endpoints after global routing | `false` |
| Post-synth EDFFs | `4096` |
| Number of gates resized after CTS | `0` |
| Setup TNS | `0 ns` |
| Period utilization | `0.208` |
| Startpoint Class | `flop` |
| Die Area | `463000 sq um` |
| First DRT Iteration DRCs | `8899` |
| Initial antenna violation count | `13` |
| Buffers added on ports | `14` |
| Cell Pwr Density | `1.74 nW/um^2` |
| # Cells Yosys | `13846` |
| Worst-Margin Slew | `1.15 ns` |
| Vias in the first global route | `119990` |
| Worst ir drop on vdd | `0.00162 mV` |
| Total GRT Usage | `0.244` |
| Clock Latency Late Sink | `1.00 ns` |
| Setup Slack @ Placement | `894.21 ns` |
| CTS H-tree lvls | `5` |
| Most frequent cells in the layout | `edfxtp_1, nand3_1, mux2i_1` |
| ANT nets after route | `0` |
| Most used cell, CP | `buf_4` |
| Final hold violations | `0` |
| Setup Skew | `0.0628 ns` |
| Filler cells | `39964` |
| Final setup vio count | `0` |
| Final WL | `530 mm` |
| YS chip area | `184000 sq um` |
| CTS clock-pin slew for the worst setup and hold paths | `0.06 ns` |
| Fraction of synthesis flops using an asynchronous set or reset pin | `0` |
| HP Class | `flop to flop` |
| Slew headroom | `0.230` |
| Vias per cell | `5.99` |
| Layout cell share with drive strength beyond 1 | `0.0883` |
| Post-Synthesis Cells | `13846` |
| Final Wtd Congestion | `0.857` |
| Setup crit end kind | `output pin` |
| Critical path cell sequence | `buf_4 > buf_4 > buf_4 > buf_4 > buf_4 > mux2i_1 > o22ai_1 > nor4_1 > nand2_1 > a22oi_1 > nand4_1 > a22oi_1 > nand4_2 > clkdlybuf4s50_1` |
| Die y size | `680 um` |
| I/O Pins | `15` |
| Outcome | `finished clean` |
| CTS Hold Bufs | `0` |
| Largest net degree at the start of global routing | `158` |
| Post-CTS Setup Repair Bufs | `0` |
| Core footprint | `457000 sq um` |
| Highest-count logic cell in the final layout | `edfxtp_1` |
| Post-synthesis area per instance | `13.3 sq um` |
| Hold WS | `1.21 ns` |
| Fmax | `4.28 MHz` |
| CP Max Fanout | `43` |
| Clk root buf | `clkbuf_16` |
| Num CTS Buffers | `418` |
| # rows | `248` |
| Crit Path Class | `flop to output pin` |
| Power Total | `0.000351 W` |
| Distinct lib cells | `36` |
| Starting density of the core | `0.402` |
| Pleak | `65.9 nW` |
| Yosys warns | `1` |
| Longest Clk Path Bufs | `4` |
| CTS sink count | `4107` |
| Global-route wire length before repair | `782 mm` |
| Seq share, synth | `0.670` |
| DR WL/cell | `26.8 um` |
| Max incr delay on CP | `0.88 ns` |
| TritonCTS clock tree | `yes` |
| Dpl hpwl | `299 mm` |
| CP required | `901.60 ns` |
through the flow:
stage / instances / instance area (sq um)
after global routing: 19754 / 202000
after CTS: 19743 / 202000
final: 19765 / 202000
after detailed placement: 18979 / 188000
after floorplan: 13846 / 184000
after global placement: 18979 / 188000
cells by family (layout without fill, tap and decap cells):
kind of cell	count (synthesis)	after routing	synth area share
xor+xnor	12	12	0.000571
simple gates	5129	5129	0.141
compound gates	1099	1099	0.0379
buf+inv	1451	1223	0.0390
other cells	0	22	0
flops	4107	4107	0.670
mux	2048	2048	0.111
metal layers:
metal / global-route usage / part of all wire
met2: 0.352 / 0.45
met1: 0.321 / 0.36
met4: 0.0900 / 0.047
met5: 0.00146 / 0.00031
met3: 0.139 / 0.14
worst paths after layout:
kind	cells after the start	from	to
worst max-delay path	14	prev_idx[1]$_DFF_P_	prediction_o
worst min-delay path	4	prev_idx[0]$_DFF_P_	bht_data[930][0]$_DFFE_PP_
worst max register to register	21	prev_idx[1]$_DFF_P_	bht_data[1088][1]$_DFFE_PP_
worst min register to register	4	prev_idx[0]$_DFF_P_	bht_data[930][0]$_DFFE_PP_
critical path, delay by kind of cell, from the launching register on:
| kind | cells | cell delay [ns] |
|---|---|---|
| buf+inv | 6 | 3.50 |
| flops | 1 | 0.88 |
| simple gates | 4 | 1.41 |
| compound gates | 3 | 1.31 |
| mux | 1 | 0.26 |
cell usage after synthesis (119+ instances only):
library cell / number / area share
buf_2: 624 / 0.017
buf_6: 119 / 0.0073
clkbuf_1: 663 / 0.014
edfxtp_1: 4096 / 0.67
mux2i_1: 2048 / 0.11
nand2_1: 197 / 0.0040
nand3_1: 2050 / 0.056
nor2_1: 518 / 0.011
nor3_1: 1910 / 0.052
nor3_2: 141 / 0.0077
nor4_1: 256 / 0.0087
o22ai_1: 1024 / 0.035
flip-flops by register name (all words and copies together), names as in the netlist:
register	count
bht_data	4096
prev_idx	11
power by group:
group | internal (W) | leakage [nW] | switching, W | total [W]
registers | 0.000179 | 36.6 | 0.0000000652 | 0.000179
logic | 0.00000534 | 22.8 | 0.0000292 | 0.0000346
clock network | 0.0000791 | 6.59 | 0.0000587 | 0.000138
total | 0.000263 | 65.9 | 0.0000879 | 0.000351
area by class of cell:
class	count	area, sq um	area share
Sequential cell	4107	123000	0.610
Multi-Input combinational cell	8288	53800	0.266
Clock buffer	507	10900	0.0541
Tap cell	6125	7660	0.0379
Timing Repair Buffer	458	3770	0.0187
Clock inverter	257	2560	0.0127
Antenna cell	22	55.1	0.000273
Inverter	1	11.3	0.0000558
Power figures rest on the tool's default switching activity, not on a simulated workload.
