===== flow/run.sh =====
#!/bin/bash
# OpenROAD 26Q1-2900-gdf79404cd8, Yosys 0.63+post, stock flow scripts
make -C /OpenROAD-flow-scripts/flow DESIGN_CONFIG=/design/flow/config.mk WORK_HOME=/design/flow/orfs finish

===== flow/constraint.sdc =====
current_design tage_table

set clk_period 64.3
set clk_io_pct 0.2

create_clock -name clk0 -period $clk_period [get_ports {clk_i}]

set non_clock_inputs [all_inputs -no_clocks]
set_input_delay [expr $clk_period * $clk_io_pct] -clock clk0 $non_clock_inputs
set_output_delay [expr $clk_period * $clk_io_pct] -clock clk0 [all_outputs]

===== flow/config.mk =====
export PLATFORM = sky130hd
export DESIGN_NAME = tage_table
export DESIGN_NICKNAME = tage_table
export VERILOG_FILES = /design/flow/design.v
export SDC_FILE = /design/flow/constraint.sdc
export NUM_CORES = 4
export LEC_CHECK = 1
export CORE_UTILIZATION = 50
export SYNTH_MEMORY_MAX_BITS = 65536

===== flow/design.v =====
module tage_table
    (
        input logic clk_i,
        input logic br_result_i, update_u_i, dec_u_i, alloc_i, provider_i,
        input logic [(11 - 2)-1:0] hash_idx_i,
        input logic [8:0] hash_tag_i,
        output logic prediction_o, tag_hit_o, new_entry_o,
        output logic [1:0] u_o
    );
    logic [2:0] ctr [2**(11 - 2)-1:0];
    logic [8:0] tag [2**(11 - 2)-1:0];
    logic [1:0] u   [2**(11 - 2)-1:0];
    logic [(11 - 2)-1:0] prev_idx;
    logic [8:0] prev_hash_tag;
    logic [17:0] u_clear_ctr;
    logic u_clear_col;
    initial begin
        for (int i = 0; i < 2**(11 - 2); i++) begin
            ctr[i] = 3'b0;
            tag[i] = 9'b0;
            u[i]   = 2'b0;
        end
        u_clear_ctr = 0;
        u_clear_col = 0;
    end
    assign new_entry_o = ((ctr[prev_idx] == 3'b100 || ctr[prev_idx] == 3'b011) && u[prev_idx] == 2'b0);
    always_ff @(posedge clk_i) begin
        if (alloc_i) begin
            ctr[prev_idx] <= br_result_i ? 3'b100 : 3'b011;
            tag[prev_idx] <= prev_hash_tag;
            u[prev_idx] <= 2'b0;
        end
        if (dec_u_i && (u[prev_idx] != 2'b00))
            u[prev_idx] <= u[prev_idx] - 1;
        if (provider_i) begin
            if (prev_idx != hash_idx_i) begin
                if (br_result_i && (ctr[prev_idx] != 3'b111))
                    ctr[prev_idx] <= ctr[prev_idx] + 1;
                else if (~br_result_i && ctr[prev_idx] != 3'b0)
                    ctr[prev_idx] <= ctr[prev_idx] - 1;
            end
            if (update_u_i) begin
                if ((br_result_i == ctr[prev_idx][2]) && (u[prev_idx] != 2'b11))
                    u[prev_idx] <= u[prev_idx] + 1;
                else if ((br_result_i != ctr[prev_idx][2]) && (u[prev_idx] != 2'b00))
                    u[prev_idx] <= u[prev_idx] - 1;
            end
        end
        tag_hit_o <= (tag[hash_idx_i] == hash_tag_i);
        prediction_o <= ctr[hash_idx_i][2];
        u_o <= u[hash_idx_i];
        prev_idx <= hash_idx_i;
        prev_hash_tag <= hash_tag_i;
        if (u_clear_ctr == 2**18-1) begin
            for (int i = 0; i < (11 - 2); i++)
                u[i][u_clear_col] <= 0;
            u_clear_ctr <= 0;
            u_clear_col <= ~u_clear_col;
        end else
            u_clear_ctr <= u_clear_ctr + 1;
    end
endmodule

==> impl_metrics.env <==
# flow metrics
export IMPL_run_status="completed"
export IMPL_avgSynthCellArea_sq_um=21.0
export IMPL_worst_setup_hold_path_clk_slew_ns=0.06
export IMPL_timing_fmax_mhz=51.0
export IMPL_seq_area_frac_synth_pct=76.7
export IMPL_timing_critical_path_from_type="input pin"
export IMPL_io_pins=29
export IMPL_timing_worst_setup_path_type="in2reg"
export IMPL_relSlewSlack_pct=5.14
export IMPL_fp_dieH_um=754
export IMPL_worstPathBufferInverterCount=8
export IMPL_number_of_flops_mapped_to_enable_cells_by_yosys=7169
export IMPL_area_growth_synth_to_final_pct=12.9
export IMPL_yosys_stat_chipArea_sq_um=283000
export IMPL_setup_viol=0
export IMPL_static_leakage_power_nw=99.4
export IMPL_core_sq_um=562000
export IMPL_worstPathRequired_ns=65.33
export IMPL_critical_path_peak_fanout=52
export IMPL_grt_pass1_wl_mm=1130
export IMPL_ys_warnings_count=1
export IMPL_vias_per_cell=6.27
export IMPL_post_cts_resized=0
export IMPL_postCtsSetupBuffers=0
export IMPL_ys_flop_type="sky130_fd_sc_hd__edfxtp_1"
export IMPL_gp_congestion=0.934
export IMPL_timing_critical_path_to_type="register"
export IMPL_remaining_drc_errors=0
export IMPL_timing_clock_skew_ns=0.0771
export IMPL_seq_area_sq_um=217000
export IMPL_cap_violations=0
export IMPL_max_slew_worst_pin_slew_ns=1.41
export IMPL_yosys_cell_types_count=74
export IMPL_htree_num_levels=6
export IMPL_power_per_cell_area_nw_per_um2=31.6
export IMPL_detail_route_iter0_violations=9725
export IMPL_critical_path_startpoint="hash_idx_i[1]"
export IMPL_clkLatencyLatePin_ns=1.14
export IMPL_min_delay_start="u_clear_ctr[0]$_SDFF_PN0_"
export IMPL_arrival_ns=20.66
export IMPL_timing_final_crit_period_ns=19.62
export IMPL_design_power_total_w=0.0101
export IMPL_routed_wire_length_mm=796
export IMPL_clock_sinks=7245
export IMPL_ys_flops=7245
export IMPL_layout_filler_cells=39500
export IMPL_unrepaired_setup_endpoints_after_global_routing="no"
export IMPL_dieWidth_um=754
export IMPL_pin_count_of_the_biggest_net_entering_global_routing=179
export IMPL_portBuffers=28
export IMPL_cts_hold_repair_buffers=0
export IMPL_antenna_violations_before_repair=45
export IMPL_gr_total_overflow=0
export IMPL_critical_path_cell_chain="buf_16 -> buf_4 -> buf_4 -> buf_4 -> buf_4 -> buf_4 -> buf_4 -> buf_4 -> mux4_2 -> mux2i_1 -> a32oi_1 -> nand2_1 -> o211ai_1 -> a32oi_1 -> a41oi_1 -> xnor2_1 -> o2111ai_1 -> nor4_2"
export IMPL_layout_area_comb_sq_um=62100
export IMPL_first_global_vias=156000
export IMPL_cts_made_buffers=731
export IMPL_critical_path_most_common_cell="sky130_fd_sc_hd__buf_4"
export IMPL_root_buffer="sky130_fd_sc_hd__clkbuf_16"
export IMPL_tool_warnings=69
export IMPL_wl_per_cell_um=35.7
export IMPL_fp_util_pct=50.3
export IMPL_post_synth_inst_count=13400
export IMPL_dp_hpwl_mm=491
export IMPL_finalCoreUtilization_pct=56.8
export IMPL_cts_root_to_sink_buffers=4
export IMPL_asyncSetResetFlopFracSynth_pct=0
export IMPL_mappedNetlistArea_sq_um=283000
export IMPL_cp_top_family="buffers and inverters"
export IMPL_worst_path_max_delay_cell="sky130_fd_sc_hd__buf_4"
export IMPL_slowest_delay_ns=0.76
export IMPL_clock_tree_from_tritoncts="done"
export IMPL_power_ir_vdd_worst_v=0.0000325
export IMPL_ant_nets=0
export IMPL_floorplan_die_area_sq_um=568000
export IMPL_grt_util_all_layers_pct=32.1
export IMPL_min_path_type="reg2reg"
export IMPL_fraction_of_final_layout_cells_with_drive_strength_greater_than_1_pct=27.4
export IMPL_fin_tns_setup_ns=0
export IMPL_dr_total_vias=140000
export IMPL_portion_of_the_clock_cycle_consumed_by_the_worst_path_in_the_final_layout_pct=30.5
export IMPL_drt_first_pass_iters=5
export IMPL_ys_cells=13400
export IMPL_row_count=275
export IMPL_regToRegStartpoint="prev_idx[0]$_DFF_P_"
export IMPL_report_final_hold_viol_count=0
export IMPL_final_max_slew_viol_count=0
[stage by stage]
step	hold WS (ns)	instance area [sq um]	cells	setup slack [ns]
3_3_place_gp	0.440	296000	20900	43.76
2_1_floorplan	0.426	283000	13400	25.81
5_1_grt	0.482	319000	22300	44.29
6_report	0.462	319000	22300	44.68
4_1_cts	0.466	319000	22200	44.97
3_5_place_dp	0.452	296000	20900	43.82
[registers in the layout (all words and copies together), names as in the netlist, named ones only]
signal	flops
prev_idx	9
prev_hash_tag	9
u	1024
tag	4608
u_clear_col	1
u_clear_ctr	18
tag_hit_o	1
prediction_o	1
ctr	1536
u_o	2
[metal layers]
| layer | global-route usage [%] | part of all wire, % | wire length [um] | vias to the layer above |
|---|---|---|---|---|
| li1 | - | - | - | 57000 |
| met1 | 37.0 | 28 | 225000 | 70700 |
| met2 | 44.4 | 47 | 371000 | 10300 |
| met3 | 27.1 | 20 | 156000 | 1726 |
| met4 | 13.0 | 5.4 | 43000 | 64 |
| met5 | 2.58 | 0.20 | 1580 | - |
[where the power goes]
group	total [W]	leakage [nW]	internal [W]	switching [W]
Sequential	0.00533	65.2	0.00532	0.00000883
Combinational	0.000633	22.8	0.000179	0.000454
Clock	0.00413	11.4	0.00235	0.00178
Total	0.0101	99.4	0.00785	0.00225
[layout by cell type, fill, tap and decap left out, types with 72 or more instances in the layout]
cell type / synthesis / layout
sky130_fd_sc_hd__o21ai_0: 74 / 72
sky130_fd_sc_hd__a21oi_1: 77 / 77
sky130_fd_sc_hd__nand3_1: 88 / 80
sky130_fd_sc_hd__nor2_1: 1640 / 1632
sky130_fd_sc_hd__clkinv_2: 0 / 142
sky130_fd_sc_hd__clkbuf_16: 0 / 738
sky130_fd_sc_hd__nand2_1: 339 / 267
sky130_fd_sc_hd__clkbuf_1: 430 / 143
sky130_fd_sc_hd__mux2i_1: 308 / 308
sky130_fd_sc_hd__edfxtp_1: 7169 / 7169
sky130_fd_sc_hd__o22ai_1: 81 / 81
sky130_fd_sc_hd__clkinv_1: 1 / 164
sky130_fd_sc_hd__buf_4: 76 / 880
sky130_fd_sc_hd__mux4_2: 1965 / 1965
sky130_fd_sc_hd__a22oi_1: 103 / 103
[worst paths after layout]
path,slack [ns],end,cells after the start
hold / removal,0.46,u_clear_ctr[0]$_SDFF_PN0_,1
setup reg to reg,57.89,ctr[483][2]$_DFFE_PP_,12
setup / recovery,44.68,tag_hit_o$_DFF_P_,18
hold reg to reg,0.46,u_clear_ctr[0]$_SDFF_PN0_,1
[cell families (layout without fill, tap and decap cells)]
family | count (synthesis) | count (layout) | synth area share, %
xor gates and xnor gates | 35 | 35 | 0.108
and+or+nand+nor | 2269 | 2269 | 3.24
DFF | 7245 | 7245 | 76.7
other | 1 | 51 | 0.00133
buffers and inverters | 959 | 2270 | 1.53
adders and majority gates | 7 | 7 | 0.0310
muxes | 2290 | 2290 | 16.8
AOI/OAI and AO/OA | 632 | 632 | 1.58
[area by class of cell]
type	count	share of cell area, %
Sequential cell	7245	68.0
Multi-Input combinational cell	5235	19.5
Clock buffer	886	5.97
Tap cell	7479	2.93
Timing Repair Buffer	920	2.25
Clock inverter	443	1.35
Antenna cell	49	0.0384
Inverter	21	0.0278
[synthesized netlist by cell type (7+ instances only)]
cell | instances | share of area, %
sky130_fd_sc_hd__a2111oi_0 | 12 | 0.037
sky130_fd_sc_hd__a211o_1 | 8 | 0.025
sky130_fd_sc_hd__a211oi_1 | 38 | 0.10
sky130_fd_sc_hd__a21oi_1 | 77 | 0.14
sky130_fd_sc_hd__a221oi_1 | 38 | 0.12
sky130_fd_sc_hd__a22o_1 | 26 | 0.081
sky130_fd_sc_hd__a22oi_1 | 103 | 0.27
sky130_fd_sc_hd__a311oi_1 | 8 | 0.025
sky130_fd_sc_hd__a31oi_1 | 44 | 0.097
sky130_fd_sc_hd__a32o_1 | 7 | 0.025
sky130_fd_sc_hd__a32oi_1 | 18 | 0.056
sky130_fd_sc_hd__and2_1 | 22 | 0.049
sky130_fd_sc_hd__and3_1 | 21 | 0.046
sky130_fd_sc_hd__buf_1 | 143 | 0.19
sky130_fd_sc_hd__buf_2 | 276 | 0.49
sky130_fd_sc_hd__buf_4 | 76 | 0.20
sky130_fd_sc_hd__buf_6 | 12 | 0.048
sky130_fd_sc_hd__clkbuf_1 | 430 | 0.57
sky130_fd_sc_hd__dfxtp_1 | 76 | 0.54
sky130_fd_sc_hd__edfxtp_1 | 7169 | 76
sky130_fd_sc_hd__ha_1 | 7 | 0.031
sky130_fd_sc_hd__inv_1 | 18 | 0.024
sky130_fd_sc_hd__mux2_2 | 17 | 0.068
sky130_fd_sc_hd__mux2i_1 | 308 | 1.1
sky130_fd_sc_hd__mux4_2 | 1965 | 16
sky130_fd_sc_hd__nand2_1 | 339 | 0.45
sky130_fd_sc_hd__nand2b_1 | 14 | 0.031
sky130_fd_sc_hd__nand3_1 | 88 | 0.16
sky130_fd_sc_hd__nand3b_1 | 10 | 0.027
sky130_fd_sc_hd__nand4_1 | 15 | 0.033
sky130_fd_sc_hd__nor2_1 | 1640 | 2.2
sky130_fd_sc_hd__nor2b_1 | 32 | 0.071
sky130_fd_sc_hd__nor3_1 | 32 | 0.057
sky130_fd_sc_hd__nor4_1 | 19 | 0.042
sky130_fd_sc_hd__o2111ai_1 | 10 | 0.031
sky130_fd_sc_hd__o211ai_1 | 15 | 0.040
sky130_fd_sc_hd__o21ai_0 | 74 | 0.13
sky130_fd_sc_hd__o221ai_1 | 29 | 0.090
sky130_fd_sc_hd__o22ai_1 | 81 | 0.18
sky130_fd_sc_hd__o31ai_1 | 8 | 0.021
sky130_fd_sc_hd__or2_2 | 7 | 0.015
sky130_fd_sc_hd__or3b_2 | 7 | 0.022
sky130_fd_sc_hd__xnor2_1 | 19 | 0.059
sky130_fd_sc_hd__xor2_1 | 16 | 0.050
No activity file was given, so power comes from the tool's default toggle rates.
